==> design/flow/design.v <==
module logical_and(in1 , in2 , out_and);
  input signed [4:0]in1;
  input signed [4:0]in2;
  output signed [8:0]out_and;
  assign out_and = in1 && in2;
endmodule
module logical_nand(in1 , in2 , out_nand);
  input signed [4:0]in1;
  input signed [4:0]in2;
  output signed[8:0]out_nand;
  assign out_nand = !(in1 && in2);
endmodule
module logical_nor(in1 , in2 , out_nor);
  input signed [4:0]in1;
  input signed [4:0]in2;
  output signed [8:0]out_nor;
  assign out_nor = !(in1 || in2);
endmodule
module logical_or(in1 , in2 , out_or);
  input signed [4:0]in1;
  input signed [4:0]in2;
  output signed [8:0]out_or;
  assign out_or = in1 || in2;
endmodule
module logic_top(in1 , in2 , opcode , out_logic);
	input signed [4:0]in1;
	input signed [4:0]in2;
	output reg signed [8:0]out_logic;
	input [2:0]opcode;
	wire [8:0]out_and , out_or , out_nand , out_nor;
	logical_or     u0_logical_or     (in1 , in2 , out_or);    
	logical_and    u1_logical_and    (in1 , in2 , out_and);   
	logical_nand   u2_logical_nand   (in1 , in2 , out_nand);  
	logical_nor    u3_logical_nor    (in1 , in2 , out_nor);
  always@(opcode , out_and , out_or , out_nand , out_nor)
		begin
			case(opcode[1:0])
				2'b00 : out_logic <= out_or;
				2'b01 : out_logic <= out_and;
				2'b10 : out_logic <= out_nand;
				2'b11 : out_logic <= out_nor;
			endcase
		end
endmodule
module add(in1 , in2 , out_add);
  input signed [4:0]in1;
  input signed [4:0]in2;
  output signed [8:0]out_add;
  assign out_add = in1 + in2;
endmodule
module subtract(in1 , in2 , out_sub);
  input signed [4:0]in1;
  input signed [4:0]in2;
  output signed [8:0]out_sub;
  assign out_sub = in1 - in2;
endmodule
module product(in1 , in2 , out_prod);
  input signed [4:0]in1;
  input signed [4:0]in2;
  output signed [8:0]out_prod;
  assign out_prod = in1 * in2;
endmodule
module divide(in1 , in2 , out_div);
  input signed [4:0]in1;
  input signed [4:0]in2;
  output reg signed [8:0]out_div;
  always@(in1 , in2)
    begin
      if(in2 != 0)
        out_div <= in1 / in2;
      else
        out_div <= 0;
    end
endmodule
module arth_top(in1 , in2 , opcode , out_arth);
  input signed [4:0]in1;
  input signed [4:0]in2;
  output reg signed [8:0]out_arth;
  input [2:0]opcode;
  wire [8:0]out_add , out_sub , out_prod , out_div;
  add      u0_add  (in1 , in2 , out_add);
  subtract u1_sub  (in1 , in2 , out_sub);
  product  u2_prod (in1 , in2 , out_prod);
  divide   u3_div  (in1 , in2 , out_div);
  always@(opcode , out_add , out_sub , out_prod , out_div)
    begin
		case(opcode[1:0])
			2'b00 : out_arth <= out_add;
			2'b01 : out_arth <= out_sub;
			2'b10 : out_arth <= out_prod;
			2'b11 : out_arth <= out_div;
		endcase
	end
endmodule
module design_top(clk , rstn , in1 , in2 , opcode , out_top);
	input clk;
	input rstn;
	input [2:0]opcode;
	input signed [4:0]in1;
	input signed [4:0]in2;
	output reg signed [8:0]out_top;
	wire [8:0]out_arth , out_logic;
	arth_top    u0_arth_top  (in1 , in2 , opcode , out_arth);
	logic_top   u1_logic_top (in1 , in2 , opcode , out_logic);   
  	always@(posedge clk , negedge rstn)
		begin
			if(!rstn)
				out_top <= 0;
			else
				begin
					case(opcode[2])
						0 : out_top <= out_arth;
						1 : out_top <= out_logic;
					endcase
				end
		end
endmodule
==> design/flow/run.sh <==
#!/bin/bash
# OpenROAD 26Q1-2900-gdf79404cd8, Yosys 0.63+post, stock flow scripts
make -C /OpenROAD-flow-scripts/flow DESIGN_CONFIG=/design/flow/config.mk WORK_HOME=/design/flow/orfs finish
==> design/flow/config.mk <==
export PLATFORM = sky130hd
export DESIGN_NAME = design_top
export DESIGN_NICKNAME = design_top
export VERILOG_FILES = /design/flow/design.v
export SDC_FILE = /design/flow/constraint.sdc
export NUM_CORES = 4
export LEC_CHECK = 1
export CORE_UTILIZATION = 40
==> design/flow/constraint.sdc <==
current_design design_top

set clk_period 1.0
set clk_io_pct 0.2

create_clock -name clk0 -period $clk_period [get_ports {clk}]

set non_clock_inputs [all_inputs -no_clocks]
set_input_delay [expr $clk_period * $clk_io_pct] -clock clk0 $non_clock_inputs
set_output_delay [expr $clk_period * $clk_io_pct] -clock clk0 [all_outputs]
==> run notes <==
run results: outcome complete, but fails checks, failing checks negative setup slack, Worst Setup End Kind flop, Final Hold Slack 0.255 ns, Flops after synth 9, Core Region 9820 um2, yosys warns 4, Max Cap Violations 0, yosys stat area between 4000 and 5000 um2, initial antenna violation count 0, Max Slew Vio Count 0, grt ovf 0, crit path DRT 1.14 ns, syn avg cell area 7.79 um2, startpoint type of the worst setup path input pin, Ports 24, DR vias 4628, tool warnings 35, WP buf/inv 8, setup violators final 9, cell family with most CP delay AND-OR/OR-AND gates, vias per cell 5.15, CTS clk-pin slew, worst paths 0.04 ns, cell count after synthesis 521, antenna diode instance count 0, Final Routed Wirelength approximately 13000 um, Die Wd approximately 100 um, RSZ-0062 raised after global routing true, CP dominant cell by count ha_4, die height 103 um, max reg flops 9, TritonRoute pass-1 iters 4, Routed Antenna Nets 0, Worst Setup SP in2[0], slowest cell on the critical path or4_1, # DRC 0, Sum Neg Setup Slack -81.33 ns, FP Rows 36, count of library flops with an enable pin 0, ys flop type dfrtp_1, Final HPWL DP around 11000 um, Mapped Area 4060 um2, Async S/R FF share, synth 100%, Crit path largest cell delay 0.42 ns, top-area cell type share of the netlist area 22.2%, final worst-path cycle share 1020%, Unique masters post-synth 69, pin count of the biggest net entering global routing 13, Init Core Util roughly two fifths, dominant logic cell types in the final layout buf_4 (212), ha_1 (49), nor2_1 (41), inv_1 (38), nand2_1 (29), Fin. Hold Viols 0, Top cell excl fill/tap buf_4, H-tree depth 1, setup ws final -9.17 ns, Synth-to-Final Area Change 69.9%, first-pass GRT wire length between 20000 and 25000 um, CTS tree done, fillers around 760, Tmin final 10.17 ns, share of layout cells above drive strength 1 45.8%, Crit Path Max Fanout 6, Post-CTS Hold Buffers 0, Crit path arrival time between 10 and 15 ns, number of global-route vias before repair 4536, cells in synth_stat.txt 521, Port Buffers 23, biggest regs out_top: 9 flops, Inserted Clock Buffers 3, Core Util, Final 70.2%, Clock Path Buffers 2, cell type with the largest total area ha_1, Worst Hold Class in -> async, Seq/Total Area, Yosys 5.55%, Reg with most FFs out_top, CP Class in -> reg, clock root buffer clkbuf_8, GRT Overall Usage 26.3%, Fmax 98.3 MHz, gpl congestion 0.906, sinks on the clock net 9, Initial DRC Count 228, wire per inst 14.8 um, top cells by area ha_1 (22%), fa_1 (8.4%), dfrtp_1 (5.5%), die footprint ~11000 um2
==> cell type report <==
type / instances / area [um2] / area share (%)
repair buffers: 244 / 1930 / 27.9
multi-input cells: 465 / 4370 / 63.3
flip-flops and latches: 9 / 225 / 3.27
well taps: 133 / 166 / 2.41
clock buffers: 4 / 45.0 / 0.653
inverters: 44 / 169 / 2.45
==> stage by stage <==
stage               cell area [um2]  cells  worst slack, ns
CTS                            6630    886            -9.00
floorplan                      4420    533            -9.32
detailed placement             6150    863           -10.29
global route                   6900    899            -9.66
global placement               6150    863           -10.08
finish                         6900    899            -9.17
==> how the worst max path moves through the flow <==
stage | end | cells after the start | slack (ns)
final | out_top[4] | 56 | -9.17
after global routing | out_top[1] | 55 | -9.66
after CTS | out_top[1] | 54 | -9.00
==> routing by layer <==
metal | wire (um) | GRT usage (%)
met2 | 5780 | 40.9
met3 | 538 | 1.86
met5 | 0 | 0
met1 | 6870 | 41.6
met4 | 92 | 2.28
==> cells in the mapped netlist, drive strengths merged, types with 3 or more instances <==
cell type / count
mux2i: 8
o31ai: 6
o22ai: 8
o211ai: 5
mux2: 12
dfrtp: 9
o311ai: 5
nand2: 32
and3: 4
a21o: 12
nand2b: 9
nor2: 48
o41ai: 3
o21ai: 31
o21a: 13
inv: 44
nor3: 16
a211oi: 7
nand3: 11
fa: 17
clkbuf: 9
buf: 6
xnor2: 21
a21oi: 33
or3: 4
or2: 6
ha: 72
xor2: 14
a31oi: 5
and2: 8
nor4: 6
nor2b: 6
==> cell families after synthesis <==
| kind of cell | synth area share [%] |
|---|---|
| adders and majority gates | 30.6 |
| xor gates and xnor gates | 8.10 |
| other | 0.185 |
| DFF | 5.55 |
| AOI/OAI and AO/OA | 24.6 |
| muxes | 5.39 |
| buffers and inverters | 6.04 |
| and+or+nand+nor | 19.5 |
==> repair_timing <==
action	CTS	global route
pin swaps	54	17
setup buffers	19	14
resized	83	40
setup endpoints to repair	18	11
